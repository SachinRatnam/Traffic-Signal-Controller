## flow/config.mk

```make
export PLATFORM = sky130hd
export DESIGN_NAME = traffic_control_1
export DESIGN_NICKNAME = traffic_control_1
export VERILOG_FILES = /design/flow/design.v
export SDC_FILE = /design/flow/constraint.sdc
export NUM_CORES = 4
export LEC_CHECK = 1
export CORE_AREA = 10 10 70 70
export DIE_AREA = 0 0 80 80
```

## flow/constraint.sdc

```tcl
current_design traffic_control_1

set clk_period 1.2
set clk_io_pct 0.2

create_clock -name clk0 -period $clk_period [get_ports {clk}]

set non_clock_inputs [all_inputs -no_clocks]
set_input_delay [expr $clk_period * $clk_io_pct] -clock clk0 $non_clock_inputs
set_output_delay [expr $clk_period * $clk_io_pct] -clock clk0 [all_outputs]
```

## flow/run.sh

```bash
#!/bin/bash
# OpenROAD 26Q1-2900-gdf79404cd8, Yosys 0.63+post, stock flow scripts
make -C /OpenROAD-flow-scripts/flow DESIGN_CONFIG=/design/flow/config.mk WORK_HOME=/design/flow/orfs finish
```

## flow/design.v

```verilog
`timescale 1ns / 1ps
module traffic_control_1(
	output reg [1:0] hi_way,cnt_way,
	input x,clk,reset
    );
	 parameter RED = 2'd0, YELLOW = 2'd1, GREEN = 2'd2;  
 	 parameter S0= 3'd0,                             
	           S1= 3'd1,                             
				  S2= 3'd2,                             
				  S3= 3'd3,                             
				  S4= 3'd4;                             
	 reg [2:0] state, next_state ;
	 reg [2:0] count ;
	 always @(posedge clk)begin
			if(reset)begin
				state <= S0 ;
				count <= 0 ;
				end
			else
				state <= next_state ;
			end	
	 always @(*)begin
			case(state)
					S0: begin
							next_state = x ? S1 : S0 ;
							end
					S1:begin
							if (count == 3)begin
									next_state = S2 ;
								end
							else
								begin
									next_state = S1 ;
								end
						end
					S2:begin
							if(count == 2)begin
								next_state = S3 ;
								end
							else
								begin
									next_state = S2 ;
								end
						end
					S3: begin
							next_state = x ? S3 : S4 ;
							end
					S4:begin
							if (count == 3)begin
								next_state = S0 ;
								end
							else
								begin
									next_state = S4 ;
								end
						end
			endcase
		end
	 always @(*)begin
				hi_way = GREEN ;
				cnt_way = RED ;
				case(state)
						S0:begin
							end 
						S1:begin
								hi_way = YELLOW;
							end
						S2:begin
								hi_way = RED;
							end
						S3: begin
								hi_way = RED;
								cnt_way = GREEN;
							end
						S4: begin
								hi_way = RED;
								cnt_way = YELLOW;
							end
				endcase
	 end
	 always@(posedge clk)begin
    if(state!=next_state)begin  
        state<=next_state;
        count <= 0;end          
     else begin
        count <= count +1;end  
 end
 endmodule
```

==> results.yml <==
# physical design summary
yosys:
  synthFlopType: "edfxtp_1"
  top_cell_area_share: 0.247
  yosysChipArea_um2: 364
  synth-edff-count: 3
  numSynthFlops: 9
  synthArstFlopShare: 0
  top_area_cell: "edfxtp_1"
  area_leaders: "edfxtp_1, dfxtp_1, dlxtn_1, xnor2_1, buf_6"
  synth.distinct_cells: 20
  top_cells_by_count: "dfxtp_1, dlxtn_1, edfxtp_1, nor2b_1, xnor2_1"
  yosys_cells: 32
  yosys_warnings: 1
outcome:
  error: "ERROR: Found 3 problems in 'check -assert'."
  stop_stage: "synthesis (1_2_yosys)"
  outcome: "stopped before the end"
==> cell families after synthesis <==
kind of cell / count (synthesis) / synth area share
latches: 3 / 0.124
AND/OR/NAND/NOR: 10 / 0.189
AND-OR/OR-AND: 5 / 0.0997
buffers and inverters: 5 / 0.103
XOR/XNOR: 3 / 0.0722
flip-flops: 6 / 0.412
